<file path="flow/run.sh">
#!/bin/bash
# OpenROAD 26Q1-2900-gdf79404cd8, Yosys 0.63+post, stock flow scripts
make -C /OpenROAD-flow-scripts/flow DESIGN_CONFIG=/design/flow/config.mk WORK_HOME=/design/flow/orfs finish
</file>
<file path="flow/config.mk">
export PLATFORM = sky130hd
export DESIGN_NAME = bitonic_sort
export DESIGN_NICKNAME = bitonic_sort
export VERILOG_FILES = /design/flow/design.v
export SDC_FILE = /design/flow/constraint.sdc
export NUM_CORES = 4
export LEC_CHECK = 1
export CORE_UTILIZATION = 50
</file>
<file path="flow/constraint.sdc">
current_design bitonic_sort

set clk_period 12.4
set clk_io_pct 0.2

create_clock -name clk0 -period $clk_period [get_ports {clk}]

set non_clock_inputs [all_inputs -no_clocks]
set_input_delay [expr $clk_period * $clk_io_pct] -clock clk0 $non_clock_inputs
set_output_delay [expr $clk_period * $clk_io_pct] -clock clk0 [all_outputs]
</file>
<file path="flow/design.v">
`timescale 1ns / 1ps
module bitonic_block #(
	parameter DATA_WIDTH = 16,
	parameter ORDER = 0,
	parameter POLARITY = 0,
	parameter SIGNED = 0
)
(
	input wire clk,
	input wire [DATA_WIDTH*2**(ORDER+1)-1:0]data_in,
	output wire [DATA_WIDTH*2**(ORDER+1)-1:0]data_out
);
localparam STAGES = ORDER + 1;
localparam STAGE_DATA_WIDTH = DATA_WIDTH*2**(ORDER+1);
wire [DATA_WIDTH*2**(ORDER+1)-1:0]stage_data[STAGES:0];
assign stage_data[0] = data_in;
assign data_out = stage_data[STAGES];
genvar stage;
genvar node;
generate for (stage = 0; stage < STAGES; stage = stage + 1) begin: BLOCK_STAGE
	localparam NODES = 2**stage;
	localparam NODE_ORDER = STAGES - stage - 1;
	wire [STAGE_DATA_WIDTH-1:0]stage_data_in;
	wire [STAGE_DATA_WIDTH-1:0]stage_data_out;
	assign stage_data_in = stage_data[stage];
	assign stage_data[stage + 1] = 	stage_data_out;
	for (node = 0; node < NODES; node = node + 1) begin: NODE
		localparam NODE_DATA_WIDTH = DATA_WIDTH*2**(NODE_ORDER+1);
		wire [NODE_DATA_WIDTH-1:0]node_data_in;
		wire [NODE_DATA_WIDTH-1:0]node_data_out;
		assign node_data_in = stage_data_in[NODE_DATA_WIDTH*(node + 1)-1-:NODE_DATA_WIDTH];
		assign stage_data_out[NODE_DATA_WIDTH*(node + 1)-1-:NODE_DATA_WIDTH] = node_data_out;
		bitonic_node #(
			.DATA_WIDTH(DATA_WIDTH),
			.ORDER(NODE_ORDER),
			.POLARITY(POLARITY),
			.SIGNED(SIGNED)
		) bitonic_node_inst (
			.clk(clk),
			.data_in(node_data_in),
			.data_out(node_data_out)
		);		
	end
end endgenerate
endmodule
`timescale 1ns / 1ps
module bitonic_comp #(
	parameter DATA_WIDTH = 16,
	parameter POLARITY = 0,
	parameter SIGNED = 0
)
(
	input wire CLK,
	input wire [DATA_WIDTH-1:0]A,
	input wire [DATA_WIDTH-1:0]B,
	output wire [DATA_WIDTH-1:0]H,
	output wire [DATA_WIDTH-1:0]L,
	output wire O
);
reg [DATA_WIDTH-1:0]H_REG;
reg [DATA_WIDTH-1:0]L_REG;
reg O_REG;
wire LESS;
assign H = H_REG;
assign L = L_REG;
assign O = O_REG;
generate
	if (SIGNED == 0) begin
		assign LESS = $unsigned(A) < $unsigned(B);	
	end else begin
		assign LESS = $signed(A) < $signed(B);
	end
	if (POLARITY == 0) begin
		always @(posedge CLK) begin
			H_REG <= (LESS) ? A : B;
			L_REG <= (LESS) ? B : A;
			O_REG <= LESS;
		end
	end else begin
		always @(posedge CLK) begin
			H_REG <= (LESS) ? B : A;
			L_REG <= (LESS) ? A : B;
			O_REG <= ~LESS;
		end
	end
endgenerate
endmodule
`timescale 1ns / 1ps
module bitonic_node #(
	parameter DATA_WIDTH = 16,
	parameter ORDER = 0,
	parameter POLARITY = 0,
	parameter SIGNED = 0
)
(
	input wire clk,
	input wire [DATA_WIDTH*2**(ORDER+1)-1:0]data_in,
	output wire [DATA_WIDTH*2**(ORDER+1)-1:0]data_out
);
localparam COMP_NUM = 2**ORDER;
genvar i;
generate for (i = 0; i < COMP_NUM; i = i + 1) begin: COMP
	wire [DATA_WIDTH-1:0]A;
	wire [DATA_WIDTH-1:0]B;
	wire [DATA_WIDTH-1:0]H;
	wire [DATA_WIDTH-1:0]L;
	assign A = data_in[DATA_WIDTH*(i + 1 + COMP_NUM * 0)-1-:DATA_WIDTH];
	assign B = data_in[DATA_WIDTH*(i + 1 + COMP_NUM * 1)-1-:DATA_WIDTH];
	assign data_out[DATA_WIDTH*(i + 1 + COMP_NUM * 0)-1-:DATA_WIDTH] = H;
	assign data_out[DATA_WIDTH*(i + 1 + COMP_NUM * 1)-1-:DATA_WIDTH] = L;
	bitonic_comp #(
		.DATA_WIDTH(DATA_WIDTH),
		.POLARITY(POLARITY),
		.SIGNED(SIGNED)
	) comp_inst (
		.CLK(clk),
		.A(A),
		.B(B),
		.H(H),
		.L(L)
	);
end endgenerate
endmodule
`timescale 1ns / 1ps
module bitonic_sort #(
	parameter DATA_WIDTH = 16,	 
	parameter CHAN_NUM = 8,		 
	parameter DIR = 0,		 
	parameter SIGNED = 0		 
)
(
	input wire clk,
	input wire [DATA_WIDTH*CHAN_NUM-1:0]data_in,
	output wire [DATA_WIDTH*CHAN_NUM-1:0]data_out
);
localparam CHAN_ACT = 2**$clog2(CHAN_NUM);
localparam CHAN_ADD = CHAN_ACT - CHAN_NUM;
localparam STAGES = $clog2(CHAN_ACT);
localparam STAGE_DATA_WIDTH = DATA_WIDTH*CHAN_ACT;
wire [STAGE_DATA_WIDTH-1:0]stage_data[STAGES:0];
wire [STAGE_DATA_WIDTH-1:0]data_out_tmp;
assign stage_data[0] = {data_in, {CHAN_ADD{SIGNED?{1'b1,{(DATA_WIDTH-1){1'b0}}}:{DATA_WIDTH{1'b0}}}}};
assign data_out_tmp = stage_data[STAGES];
assign data_out = DIR ? data_out_tmp[DATA_WIDTH*CHAN_NUM-1:0] : data_out_tmp[DATA_WIDTH*CHAN_ACT-1-:DATA_WIDTH*CHAN_NUM];
genvar stage;
genvar block;
generate for (stage = 0; stage < STAGES; stage = stage + 1) begin: SORT_STAGE
	localparam BLOCKS = CHAN_ACT / 2**(stage+1);
	localparam BLOCK_ORDER = stage;
	wire [STAGE_DATA_WIDTH-1:0]stage_data_in;
	wire [STAGE_DATA_WIDTH-1:0]stage_data_out;
	assign stage_data_in = stage_data[stage];
	assign stage_data[stage + 1] = stage_data_out;
	for (block = 0; block < BLOCKS; block = block + 1) begin: BLOCK
		localparam BLOCK_DATA_WIDTH = DATA_WIDTH*2**(BLOCK_ORDER+1);
		localparam BLOCK_POLARITY = DIR ? (~block & 1) : (block & 1);
		wire [BLOCK_DATA_WIDTH-1:0]block_data_in;
		wire [BLOCK_DATA_WIDTH-1:0]block_data_out;
		assign block_data_in = stage_data_in[BLOCK_DATA_WIDTH*(block+1)-1-:BLOCK_DATA_WIDTH];
		assign stage_data_out[BLOCK_DATA_WIDTH*(block+1)-1-:BLOCK_DATA_WIDTH] = block_data_out;
		bitonic_block #(
			.DATA_WIDTH(DATA_WIDTH),
			.ORDER(BLOCK_ORDER),
			.POLARITY(BLOCK_POLARITY),
			.SIGNED(SIGNED)
		) bitonic_block_inst (
			.clk(clk),
			.data_in(block_data_in),
			.data_out(block_data_out)
		);
	end
end endgenerate
endmodule
</file>
==> flow_summary.toml <==
# physical design summary
[worst_setup_path]
critPathCaptureType = "flip-flop"
critical_path.startpoint = "data_in[49]"
critical_path.slowest_cell = "sky130_fd_sc_hd__nand3_1"
reg2regPathDepth = 7
critical-path-top-cell-by-count = "sky130_fd_sc_hd__buf_4"
path_cells = "clkdlybuf4s50_1 -> inv_1 -> ha_1 -> a2111oi_0 -> buf_4 -> o32a_1 -> nand3_1 -> buf_4 -> mux2_2"
worstPathMaxFanout = 17
worst_path_dominant_cell_family = "buffers and inverters"
data_required_critical_path_ps = 12900
critical_path_depth = 9
crit_buf_inv = 4
critPathLaunchType = "input port"
arrival_ps = 5430
timing.critical_path.slowest_cell_delay_ps = 580
path_class = "input port to flip-flop"

[clocking]
clkSlewWorstSetupHoldPaths_ps = 60
clock_tree_sinks = 768
clk_latency_ps = 630
ctsRootBufferMaster = "sky130_fd_sc_hd__clkbuf_16"
cts_hold_repair.buffers = 0
cts-buffers-inserted = 81
post_cts_resized = 0
tritoncts_clock_tree = "built"
cts_max_path_buffers = 3
htree_levels = 3
post-cts-setup-buffers = 0

[power]
clkPwrFrac = 0.186
swShare = 0.349
cellLeakagePower_nw = 18.8
power.switching_mw = 4.71
power.share.sequential = 0.343
power.internal_mw = 8.76
powerDensity_nw_per_um2 = 329
irDropWorstVdd_v = 0.000142
power.combinational.fraction = 0.471

[run_status]
outcome = "complete, no violations"

[floorplan]
die_area_um2 = 70800
fp.dieH_um = 266
die_w_um = 266
core.rowCount = 96
fp_util = 0.507
coreArea_um2 = 68800
num_io_pins = 257

[final_timing]
slew_violations = 0
final_min_period_over_clock_period = 0.398
finalCriticalPeriod_ps = 4930
hold_viol_final = 0
max_clock_freq_mhz = 203
finalClockSkew_ps = 22.8
rsz_0062_raised_after_global_routing = "no"
fin_setup_tns_ps = 0
max-slew-margin-rel = 0.356
final-setup-viol-count = 0
tightest_slew_ps = 942

[synth]
synth_chip_area_um2 = 34900
synth_async_sr_flop_share = 0
synth.cell_area_um2 = 34900
yosys-stat-cells = 2860
yosys.cell_types.count = 33
synth_sequential_area_ratio = 0.441
numSynthFlops = 768
number_of_instances_in_the_synthesized_netlist = 2860
top_area_frac = 0.441
synth_area_per_cell_um2 = 12.2
netlist.top_cell.by_area = "sky130_fd_sc_hd__dfxtp_1"
topCellsByArea = "sky130_fd_sc_hd__dfxtp_1 (44%), sky130_fd_sc_hd__mux2_2 (17%), sky130_fd_sc_hd__ha_1 (13%), sky130_fd_sc_hd__mux2_4 (10%), sky130_fd_sc_hd__inv_1 (4.0%)"
total_of_warnings_raised_by_yosys = 8
yosysMostFrequentCell = "sky130_fd_sc_hd__dfxtp_1"
yosys_most_used_dff = "sky130_fd_sc_hd__dfxtp_1"
enable_flop_cells = 0
post_synth_most_frequent_cells = "sky130_fd_sc_hd__dfxtp_1 (768), sky130_fd_sc_hd__mux2_2 (512), sky130_fd_sc_hd__inv_1 (372)"

[route]
routedWlPerCell_um = 20.5
n_antenna_cell = 0
vias = 21300
firstDrtPassIters = 4
route.antenna.remaining_nets = 0
avgViaCountPerCell = 5.13
drt_wl_total_um = 84900
detail_route.iter0.violations = 735
post-route-drc-count = 0

[placed_design]
io_buffer_count = 256
hpwl_um = 69300
gp_congestion = 1.03
dp.cells = 4003

[global_routing]
grt_start_max_net_pins = 33
antenna_found_initial = 2
global_route_wire_length_before_repair_um = 127000
via_count_of_the_first_global_routing_pass = 21100
grt-ovfl-total = 0
grtUsageTotal = 0.249

[min_path]
worst_hold_path.num_cells = 1
min_path_type = "flip-flop to flip-flop"

[final_layout]
drive_gt1_frac = 0.293
post_layout_nonfiller_instances = 4149
regArea_um2 = 15400
areaGrowthSynthToFinish_pct = 17.4
fill_cells = 5376
final-comb-area_um2 = 17400

[flow_run]
openroad.warnings = 25
drv.max_cap_violation_count = 0
worst reg2reg max path, stage by stage, from the launching register on:
cell	delay, ps
sky130_fd_sc_hd__dfxtp_1	520
sky130_fd_sc_hd__inv_1	90
sky130_fd_sc_hd__ha_1	300
sky130_fd_sc_hd__nand4_1	210
sky130_fd_sc_hd__or4_1	620
sky130_fd_sc_hd__o2111ai_4	350
sky130_fd_sc_hd__buf_4	440
sky130_fd_sc_hd__mux2_2	420
cell families after synthesis:
group                      count (synthesis)  share of synthesized area
and+or+nand+nor                          232                     0.0388
adders and majority gates                360                      0.129
buffers and inverters                    444                     0.0602
DFF                                      768                      0.441
AOI/OAI and AO/OA                        288                     0.0575
muxes                                    768                      0.274
routing by layer:
metal  vias to the layer above  wire, um  track usage
li1                      10600         -            -
met1                     10100     40000        0.363
met2                       380     39700        0.404
met3                       132      2770       0.0320
met4                         4      2330       0.0593
met5                         -        27            0
power groups by stage:
stage / combinational [mW] / sequential (mW) / clock (mW)
CTS: 6.40 / 4.63 / 2.56
finish: 6.35 / 4.62 / 2.50
global route: 6.87 / 4.72 / 2.67
placed cells by master, fill, tap and decap left out, types with 6 or more instances in the layout:
master,n
sky130_fd_sc_hd__o211ai_1,8
sky130_fd_sc_hd__a21oi_1,104
sky130_fd_sc_hd__o21ai_0,44
sky130_fd_sc_hd__mux2_2,512
sky130_fd_sc_hd__a31oi_1,24
sky130_fd_sc_hd__nand3_1,40
sky130_fd_sc_hd__nand4_1,12
sky130_fd_sc_hd__o21ba_2,8
sky130_fd_sc_hd__bufinv_16,9
sky130_fd_sc_hd__clkinvlp_4,10
sky130_fd_sc_hd__a2111oi_0,24
sky130_fd_sc_hd__clkbuf_8,13
sky130_fd_sc_hd__nand2b_1,24
sky130_fd_sc_hd__mux2_4,240
sky130_fd_sc_hd__a21o_1,16
sky130_fd_sc_hd__dfxtp_1,768
sky130_fd_sc_hd__clkinv_2,10
sky130_fd_sc_hd__clkbuf_16,82
sky130_fd_sc_hd__nor2_1,20
sky130_fd_sc_hd__and2b_2,6
sky130_fd_sc_hd__o2111ai_4,8
sky130_fd_sc_hd__inv_1,372
sky130_fd_sc_hd__nand2_1,68
sky130_fd_sc_hd__o21a_1,24
sky130_fd_sc_hd__o32a_1,12
sky130_fd_sc_hd__and4_1,45
sky130_fd_sc_hd__mux2_1,16
sky130_fd_sc_hd__clkbuf_1,13
sky130_fd_sc_hd__and4_4,7
sky130_fd_sc_hd__clkdlybuf4s50_1,256
sky130_fd_sc_hd__or4_1,8
sky130_fd_sc_hd__buf_4,28
sky130_fd_sc_hd__ha_1,360
final cells by class:
class,instances,share of cell area
Clock inverter,38,0.0133
Clock buffer,108,0.0557
Timing Repair Buffer,284,0.0677
Sequential cell,768,0.375
Tap cell,931,0.0284
Inverter,372,0.0341
Multi-Input combinational cell,1648,0.425
worst paths after layout:
path | end | slack [ps]
worst max-delay path | flip-flop | 7470
worst min-delay path | flip-flop | 510
worst max register to register | flip-flop | 9310
worst min register to register | flip-flop | 510
stage by stage:
stage          utilization  setup slack (ps)  instance area (um2)  total power, mW  hold WS [ps]
2_1_floorplan            -              7980                34900             9.07           450
3_3_place_gp         0.554              6890                38100             11.0           485
3_5_place_dp         0.554              6850                38100             11.0           489
4_1_cts              0.595              7510                40900             13.6           507
5_1_grt              0.595              7260                40900             14.3           524
6_report             0.595              7470                40900             13.5           506
No activity file was given, so power comes from the tool's default toggle rates.
